==> design/flow/config.mk <==
export PLATFORM = sky130hd
export DESIGN_NAME = rr_arbiter
export DESIGN_NICKNAME = rr_arbiter
export VERILOG_FILES = /design/flow/design.v
export SDC_FILE = /design/flow/constraint.sdc
export NUM_CORES = 4
export LEC_CHECK = 1
export CORE_AREA = 10 10 76 76
export DIE_AREA = 0 0 86 86
==> design/flow/constraint.sdc <==
current_design rr_arbiter

set clk_period 3.1
set clk_io_pct 0.2

create_clock -name clk0 -period $clk_period [get_ports {clk}]

set non_clock_inputs [all_inputs -no_clocks]
set_input_delay [expr $clk_period * $clk_io_pct] -clock clk0 $non_clock_inputs
set_output_delay [expr $clk_period * $clk_io_pct] -clock clk0 [all_outputs]
==> design/flow/design.v <==
module rr_arbiter (clk,rstn,request_sig,grant);
input clk,rstn;
input [3:0]request_sig;
output [3:0]grant;
reg  [1:0] rotate_ptr;
reg  [3:0] shift_request;
reg  [3:0] shift_grant;
reg  [3:0] grant_comb;
reg  [3:0] grant;
always @(*) 
begin
    case (rotate_ptr[1:0])
     2'b00: shift_request[3:0] = request_sig[3:0];
	 2'b01: shift_request[3:0] = {request_sig[0],request_sig[3:1]};
	 2'b10: shift_request[3:0] = {request_sig[1:0],request_sig[3:2]};
	 2'b11: shift_request[3:0] = {request_sig[2:0],request_sig[3]};
	endcase
end
always @(*)
begin
   shift_grant[3:0] = 4'b0;
	if (shift_request[0])
	   shift_grant[0] = 1'b1;
	else if (shift_request[1])
	   shift_grant[1] = 1'b1;
    else if (shift_request[2])
	   shift_grant[2] = 1'b1;
	else if (shift_request[3])
	   shift_grant[3] = 1'b1;
end
always @(*)
begin
  case (rotate_ptr[1:0])
     2'b00: grant_comb[3:0] = shift_grant[3:0];
	 2'b01: grant_comb[3:0] = {shift_grant[2:0],shift_grant[3]};
	 2'b10: grant_comb[3:0] = {shift_grant[1:0],shift_grant[3:2]};
	 2'b11: grant_comb[3:0] = {shift_grant[0],shift_grant[3:1]};
	endcase
end
always@ (posedge clk or negedge rstn)
begin
 if(!rstn)
   grant[3:0] <= 4'b0;
 else
   grant[3:0] = grant_comb[3:0] & ~grant[3:0];
end
always @ (posedge clk or negedge rstn)   
begin
 if(!rstn)
   rotate_ptr[1:0] <= 0;
 else
   case (1'b1)
     grant[0]: rotate_ptr[1:0] <= 2'b01;
	 grant[1]: rotate_ptr[1:0] <= 2'b10;
	 grant[2]: rotate_ptr[1:0] <= 2'b11;
	 grant[3]: rotate_ptr[1:0] <= 2'b00;
   endcase
end
endmodule
module round_robin_arbiter #(
 parameter N = 16
)(
input         clk,
input         rst_n,
input [N-1:0] req,
output[N-1:0] grant
);
logic [N-1:0] req_masked;
logic [N-1:0] mask_higher_pri_reqs;
logic [N-1:0] grant_masked;
logic [N-1:0] unmask_higher_pri_reqs;
logic [N-1:0] grant_unmasked;
logic no_req_masked;
logic [N-1:0] pointer_reg;
assign req_masked = req & pointer_reg;
assign mask_higher_pri_reqs[N-1:1] = mask_higher_pri_reqs[N-2: 0] | req_masked[N-2:0];
assign mask_higher_pri_reqs[0] = 1'b0;
assign grant_masked[N-1:0] = req_masked[N-1:0] & ~mask_higher_pri_reqs[N-1:0];
assign unmask_higher_pri_reqs[N-1:1] = unmask_higher_pri_reqs[N-2:0] | req[N-2:0];
assign unmask_higher_pri_reqs[0] = 1'b0;
assign grant_unmasked[N-1:0] = req[N-1:0] & ~unmask_higher_pri_reqs[N-1:0];
assign no_req_masked = ~(|req_masked);
assign grant = ({N{no_req_masked}} & grant_unmasked) | grant_masked;
always @ (posedge clk) begin
  if (rst_n) begin
    pointer_reg <= {N{1'b1}};
  end 
  else begin
    if (|req_masked) begin  
      pointer_reg <= mask_higher_pri_reqs;
    end 
	else begin
      if (|req) begin  
        pointer_reg <= unmask_higher_pri_reqs;
      end 
	  else begin
        pointer_reg <= pointer_reg ;
      end
    end
  end
end
endmodule
==> design/flow/run.sh <==
#!/bin/bash
# OpenROAD 26Q1-2900-gdf79404cd8, Yosys 0.63+post, stock flow scripts
make -C /OpenROAD-flow-scripts/flow DESIGN_CONFIG=/design/flow/config.mk WORK_HOME=/design/flow/orfs finish
==> results.yml <==
# physical design summary
run_status:
  outcome: "finished clean"
global_routing:
  grt_pass1_wl_um: 2546
  grt_pass1_vias: 511
  grt_max_degree: 18
  track_usage_pct: 4.041
  antenna_found_initial: 0
  grt_overflow: 0
synthesis:
  syn_inst: 66
  synth_area_um2: 571.8
  yosys_warnings: 1
  avgSynthCellArea_um2: 8.664
  yosysTopAreaCell: "dfrtp_1"
  ys_cells: 66
  yosysTopAreaCellShare_pct: 30.63
  synth_flops: 7
  ys_area_um2: 571.8
  synth_cell_types: 32
  area_leaders: "dfrtp_1, a222oi_1, buf_6, a21oi_1, nor2_1"
  ys_seq_share_pct: 30.63
power:
  powerDensity_nw_per_um2: 954.7
  power_leakage_nw: 0.2624
  irDropWorstVdd_uv: 322.2
  p_total_mw: 0.6785
routing:
  drc: 0
  n_antenna_cell: 0
  wl_per_cell_um: 12.20
  dr.pass1.iters: 4
  num_vias: 559
  antenna_left: 0
  drt-initial-drc-count: 41
  drt-total-wl_um: 1501
  viasPerCell: 4.545
critical_path:
  crit_end: "grant[2]"
  crit_type: "input port to register"
  rr_worst_depth: 4
  critPathMaxFanout: 7
  crit_required_ps: 3230
  endpoint_kind: "register"
  cp.arrival_ps: 2470
  rrSetupSlack_ps: 1130
  r2r-start: "rotate_ptr[3]"
  r2r-end: "grant[2]"
  cp-startpoint: "request_sig[0]"
  startpoint_type: "input port"
final_timing:
  fin_ws_ps: 763.5
  slew_headroom_pct: 59.25
  totalNegativeSetupSlack_ps: 0
  tightest_slew_ps: 611.2
  min_period_over_period_pct: 75.37
  rsz0062_at_grt: "no"
  period_minus_slack_ps: 2336
  hold_ws_ps: 503.0
  setup_viol: 0
  hold_viol: 0
  drv_slew: 0
  max_freq_mhz: 428.0
  finClkSkew_ps: 5.523
cells_and_area:
  seq_area_um2: 175.2
  drive_gt1_share_pct: 10.96
  logic_area_um2: 319.1
  area_growth_pct: 24.29
  utilization_pct: 17.27
  postLayoutCellArea_um2: 710.7
  lay_top_count: "clkdlybuf4s50_1"
  num-fill-cells: 458
  final_cell_mix: "clkdlybuf4s50_1, dfrtp_1, a21oi_1, nor2_1, inv_1"
  stdcell_count: 123
clocking:
  clk_pin_slew_ps: 40
  cts_tree: "built"
  clk_latency_ps: 230
  clock-sinks: 7
  holdBufCountCts: 0
  ctsHtreeMaxLevel: 1
  post_cts_resized: 0
  cts_buffer_depth: 2
  root_buffer: "clkbuf_8"
  post_cts_buffers: 0
  numCtsBuffers: 3
run:
  warnings: 25
  drv_cap: 0
placement:
  io_buffer_count: 9
  gp_congestion: 0.8572
  place_hpwl_um: 1133
  dp_cells: 119
  post-place-ws_ps: 537.2
  placed_area_um2: 665.6
floorplan:
  rows: 23
  die_h_um: 86
  chipArea_um2: 7396
  core_region_area_um2: 4115
  dieWidth_um: 86
  io_pins: 10
  fp_util_pct: 13.89
hold_path:
  min_path_type: "register to register"
==> cell families (layout without fill, tap and decap cells) <==
family	Yosys count	after routing	share of synthesized area, %
flops	7	7	30.63
simple gates	22	22	22.54
buf+inv	11	18	13.57
compound gates	26	26	33.26
==> state kept, by name, indices dropped and copies added (netlist names) <==
| name | count |
|---|---|
| grant | 4 |
| rotate_ptr | 3 |
==> worst max-delay path, stage by stage <==
cell             delay (ps)
clkdlybuf4s50_1         510
a222oi_1                640
and3_1                  290
o221ai_1                130
a211oi_1                280
==> cell type report <==
class                   instances  area share (%)
inverters                       5           2.641
flip-flops and latches          7           24.65
clock buffers                   4           6.338
well taps                      50           8.803
multi-input cells              48           44.89
repair buffers                  9           12.68
==> per-layer routing <==
metal | up-vias | share of wire, % | track usage (%)
li1 | 268 | - | -
met1 | 271 | 42 | 5.344
met2 | 18 | 48 | 6.018
met3 | 2 | 7.2 | 1.525
met4 | 0 | 2.5 | 1.048
met5 | - | 0 | 0
==> power breakdown <==
part	internal (mW)	total (mW)	switching [mW]
Sequential	0.131	0.219	0.0882
Combinational	0.173	0.332	0.159
Clock	0.0889	0.127	0.0381
Total	0.393	0.678	0.285
==> Yosys cell counts <==
cell type / n
or3_1: 3
or3b_2: 1
a22oi_1: 1
o31ai_1: 1
dfrtp_1: 7
and3_1: 1
a31oi_1: 1
o221ai_1: 2
nor2_1: 6
and2b_2: 2
o211ai_1: 1
a222oi_1: 4
a211oi_1: 2
buf_4: 1
nand3_1: 1
nor3b_1: 1
a221oi_1: 1
o21ai_0: 3
o311a_1: 1
a31o_2: 1
a21oi_1: 6
nor3_1: 2
nor4_1: 1
inv_1: 5
nand2_1: 2
nand2b_1: 1
a32oi_1: 1
o21bai_1: 1
clkbuf_1: 1
nor3b_2: 1
buf_6: 3
clkbuf_8: 1
==> how the worst min path moves through the flow <==
stage	depth (start not counted)	startpoint	slack, ps	endpoint
4_1_cts	1	grant[3]	510	grant[3]
5_1_grt	1	grant[3]	560	grant[3]
6_report	1	grant[3]	500	grant[3]
Power figures rest on the tool's default switching activity, not on a simulated workload.
