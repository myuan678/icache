$ cat flow/run.sh
#!/bin/bash
# OpenROAD 26Q1-2900-gdf79404cd8, Yosys 0.63+post, stock flow scripts
make -C /OpenROAD-flow-scripts/flow DESIGN_CONFIG=/design/flow/config.mk WORK_HOME=/design/flow/orfs finish
$ cat flow/config.mk
export PLATFORM = sky130hd
export DESIGN_NAME = generic_arbiter_full
export DESIGN_NICKNAME = generic_arbiter_full
export VERILOG_FILES = /design/flow/design.v
export SDC_FILE = /design/flow/constraint.sdc
export NUM_CORES = 4
export LEC_CHECK = 1
export CORE_UTILIZATION = 50
$ cat flow/constraint.sdc
current_design generic_arbiter_full

set clk_period 6.4
set clk_io_pct 0.2

create_clock -name clk0 -period $clk_period [get_ports {hclk}]

set non_clock_inputs [all_inputs -no_clocks]
set_input_delay [expr $clk_period * $clk_io_pct] -clock clk0 $non_clock_inputs
set_output_delay [expr $clk_period * $clk_io_pct] -clock clk0 [all_outputs]
$ cat flow/design.v
module	generic_arbiter_full(busreq,hlock,hclk,hreset,hmaster_lock,hgrant,hready,hwdata,data_out,haddr,addr_out,hburst,htrans,htrans_out,hburst_out,hmaster);
	parameter size=9;
	parameter size_out=4;
	integer i;
	input [8*size-1:0]hwdata;
	input [8*size-1:0]haddr;
	input [3*size-1:0]hburst;
	input [2*size-1:0]htrans;
	input hclk;
	input hreset;
	input hready;
	input  [size-1:0]busreq;
	input [size-1:0]hlock;
	output reg [2:0]hburst_out;
	output reg [1:0]htrans_out;
	output reg hmaster_lock;
	output reg  [size_out-1:0]hgrant;
	output reg [7:0]data_out;
	output reg [7:0]addr_out;
	output reg [size_out-1:0]hmaster;
	reg [8*size-1:0]data1;
	reg [8*size-1:0]addr1;
	reg [8*size-1:0]data2;
	reg [8*size-1:0]addr2;
	reg [3*size-1:0]hburst1;
	reg [2*size-1:0]htrans1;
	reg [3*size-1:0]hburst2;
	reg [2*size-1:0]htrans2;
	reg  [size_out-1:0]w_hgrant;
	reg  w_hlock;
	reg hmasterlock;
	reg hlock3;    
	reg [size_out-1:0]j;
	reg [size_out-1:0]inter;
	reg inter1;
	reg [size_out-1:0]hmaster_pre;
	reg hlock_c;
	reg [4:0]count;
	reg [4:0]counter;
	reg hlock_out;
	reg hlock_bus;
always@(posedge hclk)begin
	hmaster_pre<=hmaster;
end
always@(hlock or hgrant or hmaster_lock or hlock3)begin
	hlock_out=hlock>>hgrant;
	if(hmaster_lock)begin
		hlock_bus=hlock_out;
	end
	else begin
		hlock_bus=hlock3;
	end
end
always @(busreq or hlock)begin
    inter=4'b1000;inter1=0;
	for (j = size; j >= 1; j = j - 1)begin
		if (busreq[j-1]==1) begin
            w_hgrant = j-1;
            inter=j-1;
        	w_hlock=hlock[j-1];
        	inter1=hlock[j-1];
        end
        else begin
            w_hgrant=inter;
        	w_hlock=inter1;
        end
    end
end
always@(posedge hclk)begin
    if(!hreset)begin
        hgrant<=1'b0;
    	hlock3<=1'b0;
    end
    else if(!hmasterlock)begin
    	hgrant<=w_hgrant;
    	hlock3<=w_hlock;	
    end
end
always@(hmaster_lock )begin
    hmasterlock=hmaster_lock;   
end
always@(posedge hclk)begin
	if(!hreset)begin
      	hmaster=1'b0;
      	hlock_c =1'b0;
    end
    else if(hready)begin
    	hmaster=hgrant;
    	hlock_c=hlock_bus;
    end
end
always@(hmaster,addr2,htrans2,hburst2)begin
	addr_out <= addr2>>8*hmaster;
	htrans_out <= htrans2>>2*hmaster;
	hburst_out <= hburst2>>3*hmaster;
end
always@(hmaster_pre or data2)begin
		data_out<=data2>>8*hmaster_pre;
end
always@(posedge hclk)begin
     if(hready)begin
        data2<=data1;
		addr2<=addr1;
		htrans2<=htrans1;
		hburst2<=hburst1;
    end
end
always@(posedge hclk)begin
		data1<=hwdata;
		addr1<=haddr;
		htrans1<=htrans;
		hburst1<=hburst;
end
always@(posedge hclk)begin
    if(!hreset)begin
	    hmaster_lock=1'b0;
	    counter=5'b00000;
	    count=5'b00000;
	end
	else begin
		case(hburst_out)
	         3'b000,3'b001:begin
	            if(counter==5'b00000)begin
	 		        counter=5'b00000; 
                    hmaster_lock=hlock_c;
				end
         	end
            3'b010,3'b011:begin 
                if(counter==5'b00000)begin 
         			counter=5'b00100;
                    hmaster_lock=1'b1;
                    count=5'b00000;
     			end   
            end
            3'b100,3'b101:begin 
                if(counter==5'b00000)begin 
         			counter=5'b01000; 
                    hmaster_lock=1'b1;
                    count=5'b00000; 
     			end   
         	end
        	3'b110,3'b111:begin 
                if(counter==5'b00000)begin 
     				counter=5'b10000; 
                    hmaster_lock=1'b1;
                    count=5'b00000;
     			end   
            end
		endcase
		case(htrans_out) 
		    2'b00 ,2'b01 :begin
                if ((count+3)<=counter)begin  
                    count=count+1; 
                end 
              	else if ((count+3)>counter && ((count+1)<counter) )begin
		  			hmaster_lock=hlock_c;
					count=count+1;
				end			
				else begin
                	ounter=5'b00000;
                	hmaster_lock=hlock_c;
                	count=5'b0000;
                end
            end 
            default: count=count;              
        endcase
	end
end
endmodule
==> flow_summary.yaml <==
# flow metrics
run:
  max-cap-violations: 0
  tool_warnings: 29
clocking:
  clk_pin_slew_ns: 0.06
  cts-root-to-sink-buffers: 3
  number_of_h_tree_levels: 2
  cts_repair_resize_count: 0
  insertion_delay_ns: 0.51
  cts_num_sinks: 402
  clock_tree_from_tritoncts: "yes"
  cts_hold_repair.buffers: 0
  numCtsBuffers: 38
  root_buffer: "sky130_fd_sc_hd__clkbuf_16"
  postCtsSetupRepairBufs: 0
route:
  route.layer.met1.wl_um: 9290
  detailroute.wirelength.met3_um: 2660
  viasPerCell: 4.89
  totalWireLength_um: 22700
  met2_length_um: 10300
  first_pass_iters: 4
  route.detailed.drc: 0
  drt_first_iter_violations: 382
  vias: 6317
  top_signal_layer_used: "met4"
  avgRoutedWirePerCell_um: 17.6
  ant_nets: 0
finish:
  finalCoreUtilization_pct: 67.0
  syn_to_final_growth_pct: 32.1
  most-common-layout-cells: "238 x sky130_fd_sc_hd__clkdlybuf4s50_1, 211 x sky130_fd_sc_hd__dfxtp_1, 189 x sky130_fd_sc_hd__edfxtp_1"
  layout.cells.most_common: "sky130_fd_sc_hd__clkdlybuf4s50_1"
  drive_gt1_share_pct: 11.5
logic_synthesis:
  fraction_of_synthesis_flops_using_an_asynchronous_set_or_reset_pin_pct: 0
  mappedNetlistArea_um2: 12300
  fa_ha_area_share_pct: 0.509
  yosys.area_share.xor_xnor_pct: 0.285
  number_of_cell_instances_after_yosys_synthesis: 670
  post_synth_num_cell_types: 53
  syn_area_per_cell_um2: 18.4
  ys_chip_area_um2: 12300
  enable_flop_cells: 189
  netlist_logic_family_top: "multiplexers"
  register_share_after_synthesis_pct: 80.8
  synth-compound-area-share_pct: 3.94
  synth.ff_latch_count: 402
  synth_area_in_simple_gates_pct: 3.54
  count_of_mapped_cells_out_of_synthesis: 670
  ff_type: "sky130_fd_sc_hd__dfxtp_1"
  yosysWarnings: 3
  synth.area.mux_share_pct: 10.0
grt:
  grt_antenna_before_repair: 5
  grt_max_degree: 129
  first_global_vias: 6727
  globalRouteTotalUtil_pct: 20.3
  wire_length_of_the_first_global_routing_pass_um: 35700
  grt_overflow: 0
setup_path:
  r2r.worst_path.cells: 15
  r2r-end: "count[3]"
  worstPathRequired_ns: 6.79
  criticalPathCategory: "flop to flop"
  cp.arrival_ns: 4.93
  crit_reg_reg_startpoint: "hmaster[0]"
  worst-r2r-setup-slack_ns: 1.86
  endpoint_kind: "flop"
  crit_path_start_kind: "flop"
  critical_path_peak_fanout: 18
sta:
  hold_ws_ns: 0.388
  timing_max_transition_violations_final: 0
  worst-slew-pin-transition_ns: 0.783
  fin_worst_skew_ns: 0.0124
  rsz0062_at_grt: "no"
  maxClockFrequency_mhz: 220
  setup_ws_post_layout_ns: 1.86
  final_min_period_over_clock_period_pct: 71.0
  hold_violations: 0
  report.final.setup_viol: 0
  final_period_demand_of_the_worst_path_ns: 4.54
  tns_ns: 0
  timing.slew.headroom_pct: 47.8
power:
  pwr_density_cell_nw_per_um2: 320
  vdd.ir_drop.worst_mv: 0.271
  leakagePower_nw: 5.80
min_path:
  hold_class: "flop to flop"
  min_delay_worst_endpoint: "data2[42]"
  worst_hold_startpoint: "data1[42]"
  min_delay_path_depth: 0
die:
  chip_area_um2: 25200
  fp-utilization_pct: 50.7
  chipHeight_um: 159
  core-area_um2: 24200
  io_pins: 240
  die-width_um: 159
  num_rows: 57
placement:
  port-buffer-count: 239
  place_congestion: 0.928
  detailedPlacementHpwl_um: 15000
  place_worst_setup_slack_ns: 1.83
status:
  outcome: "completed"
[sequential cells by signal, indices dropped and copies added (netlist names)]
signal / count
addr2: 72
htrans1: 18
addr1: 72
count: 5
hgrant: 4
hburst1: 27
hmaster_lock: 1
hlock_c: 1
hmaster_pre: 4
counter: 4
hburst2: 27
data2: 72
hlock3: 1
htrans2: 18
data1: 72
hmaster: 4
[where the power goes]
group          internal [W]  switching (W)
sequential          0.00284      0.0000454
combinational      0.000199       0.000102
clock               0.00115       0.000865
total               0.00419        0.00101
[logic make-up after synthesis]
logic type	count (synthesis)
AND-OR/OR-AND	74
multiplexers	70
AND/OR/NAND/NOR	87
buffers and inverters	28
flip-flops	402
XOR/XNOR	4
adder cells (fa/ha/maj)	5
[critical path: stages, from the launching register on]
cell and delay, ns:
sky130_fd_sc_hd__dfxtp_2 0.66, sky130_fd_sc_hd__buf_4 0.44, sky130_fd_sc_hd__mux4_1 0.60, sky130_fd_sc_hd__nor2_1 0.10
sky130_fd_sc_hd__o41a_1 0.29, sky130_fd_sc_hd__inv_1 0.13, sky130_fd_sc_hd__o21ai_0 0.46, sky130_fd_sc_hd__nand3_1 0.17
sky130_fd_sc_hd__ha_1 0.24, sky130_fd_sc_hd__nor2b_1 0.11, sky130_fd_sc_hd__o21a_1 0.12, sky130_fd_sc_hd__o22ai_1 0.07
sky130_fd_sc_hd__a21o_1 0.19, sky130_fd_sc_hd__a221o_1 0.40, sky130_fd_sc_hd__and2b_1 0.19, sky130_fd_sc_hd__a32o_1 0.25
[cell usage after synthesis (all sizes together), types with 2 or more instances]
cell type	number	area, um^2
dfxtp	213	4260
edfxtp	189	5680
mux4	42	950
nand2	32	120
mux2i	28	280
o21ai	26	130
a21oi	14	70.1
nor2	14	52.6
nor2b	14	87.6
clkbuf	13	48.8
buf	9	43.8
a21boi	6	45.0
inv	6	22.5
nor3	6	30.0
ha	5	62.6
a221oi	4	41.3
nand3	4	20.0
o211ai	4	30.0
o21a	4	30.0
and2	3	18.8
nor4b	3	32.5
a32o	2	20.0
nand2b	2	12.5
nand4	2	12.5
o21bai	2	15.0
or2	2	12.5
xnor2	2	17.5
xor2	2	17.5
[stage by stage]
stage / cells / total power [W] / cell area [um^2]
final: 1291 / 0.00520 / 16200
after global routing: 1287 / 0.00541 / 16200
after floorplan: 670 / 0.00302 / 12300
after global placement: 1220 / 0.00323 / 15100
after CTS: 1287 / 0.00527 / 16200
after detailed placement: 1220 / 0.00324 / 15100
[metal layers]
layer / up-vias / GRT usage [%]
met5: - / 0
met4: 0 / 3.58
met3: 42 / 9.25
met2: 284 / 29.0
met1: 2937 / 32.7
li1: 3054 / -
[worst max-delay path by stage]
| stage | end | from | slack [ns] | depth (start not counted) |
|---|---|---|---|---|
| CTS | count[3] | hmaster[0] | 1.81 | 15 |
| global route | count[4] | hmaster[0] | 1.47 | 15 |
| finish | count[3] | hmaster[0] | 1.86 | 15 |
[area by class of cell]
type / count / area, um^2
flip-flops and latches: 402 / 9940
fillers: 1608 / 8000
repair buffers: 248 / 2480
multi-input cells: 240 / 2260
clock buffers: 50 / 1010
well taps: 324 / 405
clock inverters: 17 / 125
inverters: 6 / 22.5
diodes: 4 / 10.0
Power is estimated from default activity; no workload was simulated.
